## config.mk

```make
export PLATFORM = sky130hd
export DESIGN_NAME = quad_seven_seg
export DESIGN_NICKNAME = quad_seven_seg
export VERILOG_FILES = /design/flow/design.v
export SDC_FILE = /design/flow/constraint.sdc
export NUM_CORES = 4
export LEC_CHECK = 1
export CORE_AREA = 10 10 85 85
export DIE_AREA = 0 0 95 95
```

## constraint.sdc

```tcl
current_design quad_seven_seg

set clk_period 2.3
set clk_io_pct 0.2

create_clock -name clk0 -period $clk_period [get_ports {clk}]

set non_clock_inputs [all_inputs -no_clocks]
set_input_delay [expr $clk_period * $clk_io_pct] -clock clk0 $non_clock_inputs
set_output_delay [expr $clk_period * $clk_io_pct] -clock clk0 [all_outputs]
```

## design.v

```verilog
`timescale 1 ns / 1 ps
module quad_seven_seg (
    input wire clk,      
    input wire [3:0] val3, val2, val1, val0,     
    input wire dot3, dot2, dot1, dot0,   
    output reg an3, an2, an1, an0,   
    output reg ca, cb, cc, cd, ce, cf, cg, dp   
    );
    reg[15:0] clock_count = 0;  
    reg[1:0] count = 0;  
    always @ (posedge clk)
        begin
            clock_count <= clock_count + 1;  
        end
    always @ (posedge clk)
        begin
            if(clock_count == 0)
                begin
                    count <= count + 2'b01;
                end
        end
    reg[3:0] val;  
    always @*  
        begin
            case(count)
                2'b00: begin {an3, an2, an1, an0} = ~4'b0001;  
                        val = val0;
                       end
                2'b01: begin {an3, an2, an1, an0} = ~4'b0010;  
                        val = val1;
                       end
                2'b10: begin {an3, an2, an1, an0} = ~4'b0100;  
                        val = val2;
                       end
                2'b11: begin {an3, an2, an1, an0} = ~4'b1000;  
                        val = val3;
                       end
                default: val = 4'bxxxx;      
            endcase
        end
     always @*
        begin
            case(val)     
                4'b0000:  {ca, cb, cc, cd, ce, cf, cg} = ~7'b1111110;    
                4'b0001:  {ca, cb, cc, cd, ce, cf, cg} = ~7'b0110000;    
                4'b0010:  {ca, cb, cc, cd, ce, cf, cg} = ~7'b1101101;    
                4'b0011:  {ca, cb, cc, cd, ce, cf, cg} = ~7'b1111001;    
                4'b0100:  {ca, cb, cc, cd, ce, cf, cg} = ~7'b0110011;    
                4'b0101:  {ca, cb, cc, cd, ce, cf, cg} = ~7'b1011011;    
                4'b0110:  {ca, cb, cc, cd, ce, cf, cg} = ~7'b1011111;    
                4'b0111:  {ca, cb, cc, cd, ce, cf, cg} = ~7'b1110000;    
                4'b1000:  {ca, cb, cc, cd, ce, cf, cg} = ~7'b1111111;    
                4'b1001:  {ca, cb, cc, cd, ce, cf, cg} = ~7'b1111011;    
                4'b1010:  {ca, cb, cc, cd, ce, cf, cg} = ~7'b1110111;    
                4'b1011:  {ca, cb, cc, cd, ce, cf, cg} = ~7'b0011111;    
                4'b1100:  {ca, cb, cc, cd, ce, cf, cg} = ~7'b1001110;    
                4'b1101:  {ca, cb, cc, cd, ce, cf, cg} = ~7'b0111101;    
                4'b1110:  {ca, cb, cc, cd, ce, cf, cg} = ~7'b1001111;    
                4'b1111:  {ca, cb, cc, cd, ce, cf, cg} = ~7'b1000111;    
                default:  {ca, cb, cc, cd, ce, cf, cg} = ~7'bxxxxxxx;    
            endcase
        end      
     always @*
        begin
            case(count)
                2'b00:  if (dot0 == 1)
                            {dp} = 0;
                        else {dp} = 1;
                2'b01:  if (dot1 == 1)
                            {dp} = 0;
                        else {dp} = 1;
                2'b10:  if (dot2 == 1)
                            {dp} = 0;
                        else {dp} = 1;
                2'b11:  if (dot3 == 1)
                            {dp} = 0;
                        else {dp} = 1;
            endcase
        end       
endmodule
```

## run.sh

```bash
#!/bin/bash
# OpenROAD 26Q1-2900-gdf79404cd8, Yosys 0.63+post, stock flow scripts
make -C /OpenROAD-flow-scripts/flow DESIGN_CONFIG=/design/flow/config.mk WORK_HOME=/design/flow/orfs finish
```

==> results.yml <==
# synthesis and place-and-route metrics
status:
  run_status: "finished with violations"
  violations: "negative setup slack"
synth:
  netlist_instances: 123
  logic_family: "simple AND/OR/NAND/NOR gates"
  synthTopCellsByCount: "16 x dfxtp_1, 13 x inv_1, 12 x ha_1, 11 x nand2_1, 11 x xnor2_1"
  yosys_warnings: 1
  synth_cell_types: 33
  synth.area.top_cells: "dfxtp_1 27%, ha_1 13%, mux2i_1 8.6%"
  simple_gate_share_pct: 18.2
  synthAdderAreaFrac_pct: 12.9
  synth_top_cell_by_area: "dfxtp_1"
  xor_share_pct: 11.3
  synth_stat.cells: 123
  async_flop_share_pct: 0
  synth-seq-cells: 18
  ys_chip_area_sq_mm: 0.00116
  edf_count: 2
  ys_seq_share_pct: 32.7
  top_cell_area_share_pct: 27.5
  synth-main-ff-cell: "dfxtp_1"
  muxShareOfSynthArea_pct: 9.88
  post-synth-top-count-cell: "dfxtp_1"
  netlist_area_sq_mm: 0.00116
  synth_area_per_cell_sq_um: 9.47
  compound_area_share_pct: 9.24
route:
  vias_per_cell: 4.18
  drtAntennaViolNets: 0
  diodes: 0
  vias: 1070
  drt_iter0_drc: 17
  drc: 0
  wl_per_cell_um: 11.9
  dr.pass1.iters: 4
  totalWireLength_mm: 3.03
floorplan:
  die_height_um: 95
  die_x_um: 95
  coreArea_sq_mm: 0.00547
  die_area_sq_mm: 0.00903
  fp-utilization_pct: 21.3
  rows: 27
  ioPinCount: 33
timing:
  rsz0062_at_grt: "yes"
  skew_ns: 0.00160
  tightest_slew_ns: 0.400
  setup_violations: 7
  fin_crit_sh_pct: 116
  slew_violations: 0
  setup_ws_ns: -0.361
  hold_viol_final: 0
  relSlewSlack_pct: 73.3
  finalCriticalPeriod_ns: 2.66
  fmax_mhz: 376
clock_tree:
  cts_buffer_depth: 2
  cts.sinks: 18
  clockRootBuffer: "clkbuf_8"
  cts_max_level: 1
  clk_pin_slew_ns: 0.06
  cts_tree: "built"
  clock_latency_ns: 0.25
  cts_buffers: 3
worst_hold_path:
  hold_class: "flip-flop to flip-flop"
global_route:
  grt_overflow: 0
  grt_pass1_wl_mm: 4.87
  antenna_found_initial: 0
  grt_pass1_vias: 1116
  grt_max_degree: 11
  grt.total_usage_pct: 6.43
setup_path:
  slowest_stage: "edfxtp_1"
  cp-start-kind: "flip-flop"
  crit_path_max_fanout: 6
  required_ns: 1.84
  cp.buffers_inverters: 6
  path_delay_family: "buffers and inverters"
  arrival_ns: 2.20
  crit_type: "flip-flop to output port"
  crit_path_end_kind: "output port"
  critical-path-max-stage-delay_ns: 0.47
  crit_chain: "inv_2 -> buf_4 -> ha_4 -> clkinv_8 -> a21oi_2 -> inv_2 -> buf_6 -> ha_4 -> o21ai_2 -> mux2i_1 -> buf_2"
placed_design:
  portBuffers: 32
  placedCellCount: 235
  dp_hpwl_mm: 2.19
  place_congestion: 0.854
cells_and_area:
  layout.area.comb_sq_um: 918
  post-route-util_pct: 36.5
  flop_area_sq_um: 380
  n_fill_cell: 527
  synthToLayoutAreaGrowth_pct: 71.4
  drive_above_1_share_pct: 34.8
  final_cells: 256
flow_run:
  cap_violations: 0
  warnings: 35
power_and_ir_drop:
  p_leak_nw: 0.802
  total_power_uw: 614
  peakVddDrop_uv: 314
  power.density_mw_per_mm2: 308
worst register-to-register path, delay by kind of cell, from the launching register on:
kind	cells	cell delay [ns]
flops	1	0.35
fa+ha+maj	1	0.14
simple gates	2	0.54
buf+inv	1	0.09
registers in the layout, summed over array words and instances (netlist names):
register / cells
count: 2
clock_count: 16
worst paths after layout:
check,from,endpoint,slack [ns],cells past startpoint
max,count[0],cb,-0.36,11
min,clock_count[15],clock_count[15],0.47,1
max reg2reg,clock_count[0],count[0],0.88,4
min reg2reg,clock_count[15],clock_count[15],0.47,1
routing by layer:
metal  part of all wire, %  up-vias  wire length, um  track usage, %
met5                     0        -                0               0
met4                     0        0                0           0.125
met3                   7.3        0              222            2.08
met2                    44       28             1330            11.0
met1                    49      481             1480            8.17
li1                      -      561                -               -
placed cells by master, fill, tap and decap left out, types with 5 or more instances in the layout:
master            n
mux2i_1           7
dfxtp_1          16
nand4_1           5
clkdlybuf4s50_1  24
nand2_1          10
ha_4              9
inv_1             9
xnor2_1          11
buf_4            21
buf_2             7
buf_6             5
stage by stage:
step | instance area, sq um | hold WS, ns | worst slack [ns] | setup TNS (ns)
after floorplan | 1160 | 0.430 | 0.106 | 0
after global placement | 1630 | 0.458 | -0.688 | -4.37
final | 2000 | 0.472 | -0.361 | -2.26
after global routing | 2000 | 0.486 | -0.518 | -3.14
after CTS | 1940 | 0.472 | -0.397 | -2.30
after detailed placement | 1630 | 0.454 | -0.675 | -4.43
final cells by class:
class / count / area share [%]
tap: 72 / 4.51
clock buffer: 4 / 2.26
inverter: 14 / 3.26
multi-input combinational: 90 / 46.0
timing repair buffer: 58 / 24.9
sequential: 18 / 19.0
where the power goes:
group / internal, mW / switching [mW]
sequential: 0.317 / 0
combinational: 0.0558 / 0.0261
clock: 0.123 / 0.0931
kinds of logic after synthesis:
logic type               after synthesis
AND-OR/OR-AND                         14
XOR/XNOR                              15
adder cells (fa/ha/maj)               12
buffers and inverters                 16
flip-flops                            18
multiplexers                          11
AND/OR/NAND/NOR                       37
repair_timing:
item | CTS | global route
setup endpoints to repair | 8 | 8
gates resized | 56 | 11
pin swaps | 16 | 3
cloned | 1 | 0
setup buffers | 14 | 2
hold buffers | 0 | 0
Power figures rest on the tool's default switching activity, not on a simulated workload.
